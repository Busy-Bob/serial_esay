$ cat flow/constraint.sdc
current_design serial_in

set clk_period 8.7
set clk_io_pct 0.2

create_clock -name clk0 -period $clk_period [get_ports {IN_clk}]

set non_clock_inputs [all_inputs -no_clocks]
set_input_delay [expr $clk_period * $clk_io_pct] -clock clk0 $non_clock_inputs
set_output_delay [expr $clk_period * $clk_io_pct] -clock clk0 [all_outputs]
$ cat flow/run.sh
#!/bin/bash
# OpenROAD 26Q1-2900-gdf79404cd8, Yosys 0.63+post, stock flow scripts
make -C /OpenROAD-flow-scripts/flow DESIGN_CONFIG=/design/flow/config.mk WORK_HOME=/design/flow/orfs finish
$ cat flow/design.v
module serial_in(input IN_clk, input IN_ser,
						output reg [63:0] OUT_data, output reg OUT_shanke_hand, output reg [4:0] OUT_number, output [2:0] OUT_off_number);
	reg [1:0] state = 0;
	reg [3:0] flag = 0;
	reg [3:0] number_bit = 0;
	reg [7:0] temp_ascii = 0;
	parameter s0 = 0, s1 = 1, s2 = 2;
	assign OUT_off_number = (OUT_number >= 5'd4)? 0 : 4 - OUT_number;
	always @(posedge IN_clk)
	begin
		case(state)
			s0:
				begin
					if(!IN_ser) 
						begin
							if(flag == 4'b1000)
								begin 
									state = s1;
									number_bit = 0;
									flag = 0;
									OUT_data = 0;
									OUT_shanke_hand = 0;
									OUT_number = 0;
								end
							else
								begin
									state = s0;
									flag = flag + 1;
									OUT_shanke_hand = 0;
								end
						end
					else
						begin
							flag = 0;
							state = s0;
							number_bit = 0;
							OUT_data = OUT_data;
							OUT_shanke_hand = 0;
							OUT_number = OUT_number;
						end
				end
			s1:
				begin
					if(flag == 4'hF)
						begin
							temp_ascii = {temp_ascii,IN_ser};
							number_bit = number_bit + 1;
							flag = 0;
						end
					else
						begin
							flag = flag + 1;
						end
					if(number_bit == 4'd8)
						begin
							state = s1;
							if(flag == 0)
								begin
									OUT_number = OUT_number + 1;  
									OUT_data = {OUT_data,change_number(temp_ascii)};
								end
						end
					else if(number_bit == 4'd10)
						begin
							if(temp_ascii[0]) 
								begin
									state = s2;
									number_bit = 0;
								end
							else
								begin
									state = s1;
									number_bit = 0;
								end
						end
					else
						begin
							state = s1;
						end
				end
			s2:
				begin
					OUT_shanke_hand = 1;
					state = s0;
				end
			default:
				begin
					state = 0;
				end
		endcase
	end
	function [3:0] change_number;
	input [7:0] a;
	begin
		change_number = reverse(a) - 8'd48;
	end
	endfunction					
	function [7:0] reverse;
	input [7:0] x;
	begin
		reverse = ((x & 8'h0F) << 4) + ((x & 8'hF0) >> 4);
		reverse = ((reverse & 8'h33) << 2) + ((reverse & 8'hCC) >> 2);
		reverse = ((reverse & 8'h55) << 1) + ((reverse & 8'hAA) >> 1);
	end
	endfunction						
endmodule 
$ cat flow/config.mk
export PLATFORM = sky130hd
export DESIGN_NAME = serial_in
export DESIGN_NICKNAME = serial_in
export VERILOG_FILES = /design/flow/design.v
export SDC_FILE = /design/flow/constraint.sdc
export NUM_CORES = 4
export LEC_CHECK = 1
export CORE_UTILIZATION = 40
==> reports/metrics.cfg <==
[run_status]
result_of_the_run = finished, final reports clean

[placement]
dp.final_hpwl_microns = 4300
gpl.final_weighted_congestion = 0.800
portBuffers = 74

[synth]
ys_seq_share_pct = 71.1
ffs_latches_synth = 88
yosys_cells = 262
synth-area-yosys_sq_um = 3690
mean_area_per_synthesized_cell_sq_um = 14.1
postSynthCellCount = 262
synth.distinct_cells = 36
syn_area_sq_um = 3690
synth-warning-count = 1

[routing]
postRouteWirelength_microns = 6850
route.vias.total = 2244
drcViolationCount = 0
via_per_inst = 5.03
n_antenna_cell = 0
route.antenna.remaining_nets = 0
initialDrtViolationCount = 125
routed_wire_length_per_instance_microns = 15.4
dr.pass1.iters = 22

[critical_path]
slowest_stage = sky130_fd_sc_hd__buf_4
timing.critical_path.required_ns = 8.67
regToRegSetupSlack_ns = 5.56
timing.critical_path.to_type = flop
critPathMostFrequentCell = sky130_fd_sc_hd__buf_4
timing.rr.end = OUT_data[12]
reg2reg_depth = 7
worstSetupPathType = input pin to flop
crit_path_max_incr_delay_ns = 0.54
timing.critical_path.cells = clkdlybuf4s50_1, nor2_1, nand3b_1, o41ai_4, buf_4, buf_4
worstPathMaxFanout = 44
timing.critical_path.from_type = input pin
worstSetupStartpoint = IN_ser
r2r_start = flag[0]
crit_arrival_ns = 3.62

[timing]
fin_crit_ns = 3.65
report.final.setup_viol = 0
worstMarginPinSlew_ns = 0.544
achievable-frequency_mhz = 274
final_max_slew_viol_count = 0
clock-skew-final_ns = 0.0112
period_used_pct = 41.9
setup_repair_after_global_routing_missed_its_margin = no
hold_viol = 0
timing.slew.headroom_pct = 63.7
setup_total_negative_slack_ns = 0

[grt]
grt_use_total_pct = 15.6
grt_overflow_total = 0
grt_antenna_before_repair = 0
grt_start_max_net_pins = 68
global_route_wire_length_before_repair_microns = 10900
via_count_of_the_first_global_routing_pass = 2114

[layout]
fillers = 760
drive_above_1_share_pct = 7.69
logic_area_sq_um = 971
register_area_sq_um = 2620
synthToLayoutAreaGrowth_pct = 28.0

[floorplan]
die-area_sq_um = 9610
coreArea_sq_um = 8810
boundaryPins = 75
floorplan.core_util_pct = 41.9
std_cell_rows = 34
fp.dieH_microns = 98.0
die_width_microns = 98.0

[cts]
cts_tree = done
worst_case_clock_buffer_depth = 2
clock_tree.htree_level_count = 3
clk_root_buffer_cell = sky130_fd_sc_hd__clkbuf_8
cts-resized-gates = 0
worst_skew_pair.late_latency_ns = 0.34
numCtsBuffers = 9
tritoncts_num_sinks = 88
post_cts.repair.setup_buffers = 0
cts.hold.buffers_added = 0
clk_pin_slew_ns = 0.08

[flow_run]
cap_violations = 0
log.warning_count = 27

[pwr]
worst_ir_drop_vdd_mv = 0.137
power_leakage_uw = 0.00186
power_density_nw_per_um2 = 218
design_power_total_uw = 1030

[worst_hold_path]
hold_end = temp_ascii[2]
hold_depth = 1
hp-start = temp_ascii[1]
worstHoldPathType = flop to flop

-- synth_stat cells --
| master | instances | area share, % |
|---|---|---|
| sky130_fd_sc_hd__buf_4 | 1 | 0.20 |
| sky130_fd_sc_hd__a21oi_1 | 7 | 0.95 |
| sky130_fd_sc_hd__a31oi_2 | 1 | 0.34 |
| sky130_fd_sc_hd__and2_4 | 1 | 0.24 |
| sky130_fd_sc_hd__and3_1 | 61 | 10 |
| sky130_fd_sc_hd__buf_1 | 1 | 0.10 |
| sky130_fd_sc_hd__ha_1 | 5 | 1.7 |
| sky130_fd_sc_hd__nand3b_1 | 2 | 0.41 |
| sky130_fd_sc_hd__o41ai_2 | 1 | 0.44 |
| sky130_fd_sc_hd__a221oi_1 | 2 | 0.48 |
| sky130_fd_sc_hd__or3_4 | 1 | 0.31 |
| sky130_fd_sc_hd__mux2i_1 | 2 | 0.54 |
| sky130_fd_sc_hd__nand2_1 | 17 | 1.7 |
| sky130_fd_sc_hd__o21ai_0 | 2 | 0.27 |
| sky130_fd_sc_hd__a21boi_0 | 1 | 0.20 |
| sky130_fd_sc_hd__a22o_1 | 1 | 0.24 |
| sky130_fd_sc_hd__nor2_1 | 12 | 1.2 |
| sky130_fd_sc_hd__clkinv_1 | 1 | 0.10 |
| sky130_fd_sc_hd__a311oi_1 | 1 | 0.24 |
| sky130_fd_sc_hd__buf_2 | 3 | 0.41 |
| sky130_fd_sc_hd__and3_2 | 1 | 0.20 |
| sky130_fd_sc_hd__xor2_1 | 4 | 0.95 |
| sky130_fd_sc_hd__a2111oi_4 | 1 | 0.75 |
| sky130_fd_sc_hd__edfxtp_1 | 86 | 70 |
| sky130_fd_sc_hd__dfxtp_1 | 2 | 1.1 |
| sky130_fd_sc_hd__a211oi_1 | 1 | 0.20 |
| sky130_fd_sc_hd__xnor2_1 | 3 | 0.71 |
| sky130_fd_sc_hd__o21bai_1 | 1 | 0.20 |
| sky130_fd_sc_hd__nand2b_1 | 2 | 0.34 |
| sky130_fd_sc_hd__inv_1 | 6 | 0.61 |
| sky130_fd_sc_hd__nand3_1 | 7 | 0.95 |
| sky130_fd_sc_hd__clkbuf_1 | 14 | 1.4 |
| sky130_fd_sc_hd__nor2b_1 | 1 | 0.17 |
| sky130_fd_sc_hd__and2_1 | 6 | 1.0 |
| sky130_fd_sc_hd__nand3_4 | 1 | 0.48 |
| sky130_fd_sc_hd__nor3_1 | 3 | 0.41 |
-- cells in the final DEF, fill, tap and decap left out, drive strengths merged, types with 2 or more instances in the layout --
cell / n
ha: 5
buf: 5
nand3: 8
nand2b: 2
a221oi: 2
and2: 7
clkinv: 3
clkbuf: 11
xnor2: 3
dfxtp: 2
xor2: 4
inv: 7
edfxtp: 86
nand3b: 2
clkdlybuf4s50: 74
a21oi: 7
nand2: 17
nor2: 12
o21ai: 2
nor3: 3
mux2i: 2
and3: 62
-- through the flow --
step / cells / hold WS (ns) / setup slack, ns / util [%] / instance area, sq um
floorplan: 262 / 0.497 / 2.95 / - / 3690
global placement: 430 / 0.516 / 4.72 / 51.5 / 4530
detailed placement: 430 / 0.512 / 4.69 / 51.5 / 4530
CTS: 446 / 0.533 / 5.07 / 53.6 / 4720
global route: 446 / 0.556 / 4.95 / 53.6 / 4720
finish: 446 / 0.534 / 5.05 / 53.6 / 4720
-- how the worst max path moves through the flow --
| stage | to | slack [ns] | cells past startpoint |
|---|---|---|---|
| final | OUT_data[12] | 5.05 | 6 |
| after global routing | OUT_data[12] | 4.95 | 6 |
| after CTS | OUT_data[4] | 5.07 | 6 |
-- critical path, delay by kind of cell --
family	cells	cell delay, ns
simple gates	2	0.33
buf+inv	3	1.44
compound gates	1	0.08
-- power by group --
part | internal, uW | switching (uW) | leakage, uW | total (uW)
registers | 529 | 26.6 | 0.000829 | 555
clock network | 133 | 135 | 0.0000914 | 268
logic | 87.9 | 120 | 0.000943 | 208
-- logic make-up after synthesis --
kind of cell / after synthesis / share of synthesized area [%]
flops: 88 / 71.1
xor+xnor: 7 / 1.66
fa+ha+maj: 5 / 1.70
simple gates: 115 / 17.8
mux: 2 / 0.543
compound gates: 19 / 4.31
buf+inv: 26 / 2.85
-- final cells by class --
class,instances,share of cell area [%]
Tap cell,108,2.86
Timing Repair Buffer,79,16.5
Inverter,7,0.557
Clock buffer,11,2.78
Clock inverter,5,1.17
Multi-Input combinational cell,148,20.6
Sequential cell,88,55.6
-- routing by layer --
layer | vias up | part of all wire [%] | track usage, %
met5 | - | 0 | 0
met4 | 0 | 0.93 | 1.17
met3 | 6 | 6.4 | 4.80
met2 | 70 | 42 | 19.9
met1 | 1057 | 51 | 29.9
li1 | 1111 | - | -
-- registers in the layout, indices dropped and copies added, names as in the netlist --
| register | flops |
|---|---|
| OUT_data | 64 |
| temp_ascii | 8 |
| OUT_number | 5 |
| flag | 4 |
| number_bit | 4 |
| state | 2 |
| OUT_shanke_hand | 1 |
Power is estimated from default activity; no workload was simulated.
