## /design/flow/design.v

```verilog
module display(input IN_clk, input [15:0] IN_value, input [2:0] IN_off_number, 
					output reg [3:0] OUT_choice, output reg [7:0] OUT_seg);
	reg		[1:0]state;
	reg		[31:0]temp_seg;
	parameter S0 = 0, S1 = 1, S2 = 2, S3 = 3;
	parameter DNULL = 8'hFF, D0 = 8'b00000011, D1 = 8'b10011111, D2 = 8'b00100101, D3 = 8'b00001101, D4 = 8'b10011001, D5 = 8'b01001001, D6 = 8'b01000001, D7 = 8'b00011111, D8 = 8'b00000001, D9 = 8'b00001001, DA = 8'b00010001, DB = 8'b11000001, DC = 8'b01100011, DD = 8'b10000101, DE = 8'b01100001, DF = 8'b01110001;
	initial
	begin
		state = 0;
	end
	always @(IN_value or IN_off_number)
	begin
		case(IN_value[3:0])
			4'b0000: 
				begin
					temp_seg[7:0] = D0;
				end
			4'b0001: 
				begin
					temp_seg[7:0] = D1;				
				end
			4'b0010: 
				begin
					temp_seg[7:0] = D2;				
				end
			4'b0011: 
				begin
					temp_seg[7:0] = D3;				
				end
			4'b0100: 
				begin
					temp_seg[7:0] = D4;				
				end
			4'b0101: 
				begin
					temp_seg[7:0] = D5;				
				end
			4'b0110: 
				begin
					temp_seg[7:0] = D6;				
				end
			4'b0111: 
				begin
					temp_seg[7:0] = D7;				
				end
			4'b1000: 
				begin
					temp_seg[7:0] = D8;				
				end
			4'b1001: 
				begin
					temp_seg[7:0] = D9;				
				end
			4'b1010: 
				begin
					temp_seg[7:0] = DA;				
				end
			4'b1011: 
				begin
					temp_seg[7:0] = DB;				
				end
			4'b1100: 
				begin
					temp_seg[7:0] = DC;				
				end
			4'b1101:
				begin
					temp_seg[7:0] = DD;				
				end
			4'b1110: 
				begin
					temp_seg[7:0] = DE;				
				end
			4'b1111: 
				begin
					temp_seg[7:0] = DF;				
				end				
		endcase
		case(IN_value[7:4])
			4'b0000: 
				begin
					temp_seg[15:8] = D0;
				end
			4'b0001: 
				begin
					temp_seg[15:8] = D1;				
				end
			4'b0010: 
				begin
					temp_seg[15:8] = D2;				
				end
			4'b0011: 
				begin
					temp_seg[15:8] = D3;				
				end
			4'b0100: 
				begin
					temp_seg[15:8] = D4;				
				end
			4'b0101: 
				begin
					temp_seg[15:8] = D5;				
				end
			4'b0110: 
				begin
					temp_seg[15:8] = D6;				
				end
			4'b0111: 
				begin
					temp_seg[15:8] = D7;				
				end
			4'b1000: 
				begin
					temp_seg[15:8] = D8;				
				end
			4'b1001: 
				begin
					temp_seg[15:8] = D9;				
				end
			4'b1010: 
				begin
					temp_seg[15:8] = DA;				
				end
			4'b1011: 
				begin
					temp_seg[15:8] = DB;				
				end
			4'b1100: 
				begin
					temp_seg[15:8] = DC;				
				end
			4'b1101:
				begin
					temp_seg[15:8] = DD;				
				end
			4'b1110: 
				begin
					temp_seg[15:8] = DE;				
				end
			4'b1111: 
				begin
					temp_seg[15:8] = DF;				
				end				
		endcase
		case(IN_value[11:8])
			4'b0000: 
				begin
					temp_seg[23:16] = D0;
				end
			4'b0001: 
				begin
					temp_seg[23:16] = D1;				
				end
			4'b0010: 
				begin
					temp_seg[23:16] = D2;				
				end
			4'b0011: 
				begin
					temp_seg[23:16] = D3;				
				end
			4'b0100: 
				begin
					temp_seg[23:16] = D4;				
				end
			4'b0101: 
				begin
					temp_seg[23:16] = D5;				
				end
			4'b0110: 
				begin
					temp_seg[23:16] = D6;				
				end
			4'b0111: 
				begin
					temp_seg[23:16] = D7;				
				end
			4'b1000: 
				begin
					temp_seg[23:16] = D8;				
				end
			4'b1001: 
				begin
					temp_seg[23:16] = D9;				
				end
			4'b1010: 
				begin
					temp_seg[23:16] = DA;				
				end
			4'b1011: 
				begin
					temp_seg[23:16] = DB;				
				end
			4'b1100: 
				begin
					temp_seg[23:16] = DC;				
				end
			4'b1101:
				begin
					temp_seg[23:16] = DD;				
				end
			4'b1110: 
				begin
					temp_seg[23:16] = DE;				
				end
			4'b1111: 
				begin
					temp_seg[23:16] = DF;				
				end				
		endcase
		case(IN_value[15:12])
			4'b0000: 
				begin
					temp_seg[31:24] = D0;
				end
			4'b0001: 
				begin
					temp_seg[31:24] = D1;				
				end
			4'b0010: 
				begin
					temp_seg[31:24] = D2;				
				end
			4'b0011: 
				begin
					temp_seg[31:24] = D3;				
				end
			4'b0100: 
				begin
					temp_seg[31:24] = D4;				
				end
			4'b0101: 
				begin
					temp_seg[31:24] = D5;				
				end
			4'b0110: 
				begin
					temp_seg[31:24] = D6;				
				end
			4'b0111: 
				begin
					temp_seg[31:24] = D7;				
				end
			4'b1000: 
				begin
					temp_seg[31:24] = D8;				
				end
			4'b1001: 
				begin
					temp_seg[31:24] = D9;				
				end
			4'b1010: 
				begin
					temp_seg[31:24] = DA;				
				end
			4'b1011: 
				begin
					temp_seg[31:24] = DB;				
				end
			4'b1100: 
				begin
					temp_seg[31:24] = DC;				
				end
			4'b1101:
				begin
					temp_seg[31:24] = DD;				
				end
			4'b1110: 
				begin
					temp_seg[31:24] = DE;				
				end
			4'b1111: 
				begin
					temp_seg[31:24] = DF;				
				end				
		endcase
		case(IN_off_number)
		3'b000: 	temp_seg = temp_seg;
		3'b001:	temp_seg = {DNULL,temp_seg[23:0]};
		3'b010:	temp_seg = {DNULL,DNULL,temp_seg[15:0]};
		3'b011:	temp_seg = {DNULL,DNULL,DNULL,temp_seg[7:0]};
		default: temp_seg = {DNULL,DNULL,DNULL,DNULL};
		endcase
	end
	always @ (state or temp_seg) begin
		case (state)
			S0:
			begin
				OUT_choice = 4'b0001;
				OUT_seg = temp_seg[7:0];
			end
			S1:
			begin
				OUT_choice = 4'b0010;
				OUT_seg = temp_seg[15:8];
			end
			S2:
			begin
				OUT_choice = 4'b0100;
				OUT_seg = temp_seg[23:16];
			end
			S3:
			begin
				OUT_choice = 4'b1000;
				OUT_seg = temp_seg[31:24];
			end
			default:
				OUT_choice = 4'b0001;
		endcase
	end
	always @ (posedge IN_clk) begin
			case (state)
				S0:
					state <= S1;
				S1:
					state <= S2;
				S2:
					state <= S3;
				S3:
					state <= S0;
			endcase
	end
endmodule
```

## /design/flow/run.sh

```bash
#!/bin/bash
# OpenROAD 26Q1-2900-gdf79404cd8, Yosys 0.63+post, stock flow scripts
make -C /OpenROAD-flow-scripts/flow DESIGN_CONFIG=/design/flow/config.mk WORK_HOME=/design/flow/orfs finish
```

## /design/flow/config.mk

```make
export PLATFORM = sky130hd
export DESIGN_NAME = display
export DESIGN_NICKNAME = display
export VERILOG_FILES = /design/flow/design.v
export SDC_FILE = /design/flow/constraint.sdc
export NUM_CORES = 4
export LEC_CHECK = 1
export CORE_AREA = 10 10 92 92
export DIE_AREA = 0 0 102 102
```

## /design/flow/constraint.sdc

```tcl
current_design display

set clk_period 3.2
set clk_io_pct 0.2

create_clock -name clk0 -period $clk_period [get_ports {IN_clk}]

set non_clock_inputs [all_inputs -no_clocks]
set_input_delay [expr $clk_period * $clk_io_pct] -clock clk0 $non_clock_inputs
set_output_delay [expr $clk_period * $clk_io_pct] -clock clk0 [all_outputs]
```

==> flow_metrics.env <==
# yosys + openroad results
export IMPL_final_max_slew_violation_count=0
export IMPL_drive_above_1_share_pct=19.3
export IMPL_grt_first_pass_wirelength_um=6440
export IMPL_portBuffers=30
export IMPL_clk_latency_ps=210
export IMPL_largest_registers="state (2)"
export IMPL_area_of_the_core_um2=6460
export IMPL_postRouteWirelength_um=3900
export IMPL_power_ir_vdd_worst_mv=0.0706
export IMPL_maximum_number_of_pins_on_one_net_before_global_route_repair=16
export IMPL_report_final_setup_viol=0
export IMPL_fin_crit_ps=3110
export IMPL_yosys_cells=196
export IMPL_post_drt_via_cell_ratio=4.55
export IMPL_detail_route_antenna_diodes=0
export IMPL_synth_edff_count=0
export IMPL_critPathCaptureType="output port"
export IMPL_cp_max_fo=5
export IMPL_drt_pass1_iterations=4
export IMPL_pre_cts_ws_ps=-239
export IMPL_min_delay_worst_type="reg -> reg"
export IMPL_synthDominantAreaCellType="sky130_fd_sc_hd__ha_1"
export IMPL_required_ps=2560
export IMPL_area_growth_pct=45.6
export IMPL_timing_reg2reg_worst_path_depth=3
export IMPL_post_cts_setup_buffer_count=0
export IMPL_cts_htree_levels=1
export IMPL_syn_area_um2=1400
export IMPL_cts_max_path_buffers=2
export IMPL_final_fill_count=682
export IMPL_setup_slack_on_the_worst_flop_to_flop_path_ps=1990
export IMPL_final_hold_viol_count=0
export IMPL_cts_clk_slew_worst_paths_ps=30
export IMPL_initial_utilization_pct=21.6
export IMPL_drv_max_cap_violation_count=0
export IMPL_globalRoute_totalOverflow=0
export IMPL_finalClockSkew_ps=0.709
export IMPL_crit_start="IN_value[8]"
export IMPL_common_cells="sky130_fd_sc_hd__ha_1, sky130_fd_sc_hd__a21oi_1, sky130_fd_sc_hd__o21ai_0"
export IMPL_max_flop_register="state"
export IMPL_detailed_place_hpwl_um=3290
export IMPL_postSynthCellCount=196
export IMPL_clk_root_buffer_cell="sky130_fd_sc_hd__clkbuf_8"
export IMPL_synth_area_per_inst_um2=7.13
export IMPL_post_route_drc_count=0
export IMPL_floorplan_die_area_um2=10400
export IMPL_synth_chip_area_um2=1400
export IMPL_arrival_ps=2470
export IMPL_largest_register_ffs=2
export IMPL_worst_setup_path_start_kind="input port"
export IMPL_stdcell_count=321
export IMPL_tritoncts="built"
export IMPL_whs_path_depth=2
export IMPL_openroad_warnings=53
export IMPL_final_setup_worst_slack_ps=92.7
export IMPL_postPlaceCellArea_um2=1950
export IMPL_post_synth_num_cell_types=36
export IMPL_crit_path_end="OUT_seg[1]"
export IMPL_pwr_density_cell_nw_per_um2=142
export IMPL_top_cells_by_area="sky130_fd_sc_hd__ha_1, sky130_fd_sc_hd__a21oi_1, sky130_fd_sc_hd__o21ai_0, sky130_fd_sc_hd__mux2i_1, sky130_fd_sc_hd__inv_1"
export IMPL_yosysSeqAreaShare_pct=2.86
export IMPL_synth_top_cell_by_count="sky130_fd_sc_hd__ha_1"
export IMPL_cts_sinks=2
export IMPL_dieHeight_um=102
export IMPL_layout_worst_path_cycle_share_pct=97.1
export IMPL_r2r_start="state[0]"
export IMPL_max_clock_freq_mhz=322
export IMPL_asyncSetResetFlopFracSynth_pct=0
export IMPL_floorplan_die_width_um=102
export IMPL_routed_wl_per_cell_um=12.1
export IMPL_drt_iter0_drc=58
export IMPL_placementRows=29
export IMPL_numCtsBuffers=3
export IMPL_flop_cell="sky130_fd_sc_hd__dfxtp_1"
export IMPL_number_of_cells_in_the_design_after_placement=318
export IMPL_setup_tns_final_ps=0
export IMPL_finalInstanceArea_um2=2030
export IMPL_path_class="in -> out"
export IMPL_top_level_i_o_count=32
export IMPL_top_area_share_pct=28.6
export IMPL_via_count=1462
export IMPL_grt_pass1_vias=1378
export IMPL_gpl_final_weighted_congestion=0.849
export IMPL_drtAntennaViolNets=0
export IMPL_synth_flops=2
export IMPL_cellLeakagePower_nw=1.02
export IMPL_rr_endpoint="state[0]"
export IMPL_synthesis_yosys_warnings=1
export IMPL_initial_antenna_violation_count=0
export IMPL_grt_setup_unrepaired="yes"
export IMPL_track_usage_pct=7.35
export IMPL_status="finished clean"
[placed cells by master (no fill, tap or decap), types with 2 or more instances in the layout]
master                            instances
sky130_fd_sc_hd__mux2i_1                  8
sky130_fd_sc_hd__mux2_1                   3
sky130_fd_sc_hd__inv_2                    3
sky130_fd_sc_hd__dlygate4sd2_1            9
sky130_fd_sc_hd__ha_2                     3
sky130_fd_sc_hd__buf_4                   26
sky130_fd_sc_hd__nor2_1                  13
sky130_fd_sc_hd__nand2b_1                 4
sky130_fd_sc_hd__dlymetal6s2s_1           6
sky130_fd_sc_hd__nand2_1                 15
sky130_fd_sc_hd__a21oi_1                 16
sky130_fd_sc_hd__a21o_1                   3
sky130_fd_sc_hd__nor3b_1                  2
sky130_fd_sc_hd__mux4_2                   2
sky130_fd_sc_hd__nor3_1                   4
sky130_fd_sc_hd__a211oi_1                 5
sky130_fd_sc_hd__a211o_1                  2
sky130_fd_sc_hd__clkbuf_8                 3
sky130_fd_sc_hd__a31oi_1                  5
sky130_fd_sc_hd__a221oi_1                 2
sky130_fd_sc_hd__inv_1                   13
sky130_fd_sc_hd__dfxtp_1                  2
sky130_fd_sc_hd__o31ai_1                  2
sky130_fd_sc_hd__clkdlybuf4s50_1         15
sky130_fd_sc_hd__o21ai_1                 11
sky130_fd_sc_hd__a221oi_2                 2
sky130_fd_sc_hd__nor2b_1                  4
sky130_fd_sc_hd__o21ai_0                 14
sky130_fd_sc_hd__ha_1                    29
sky130_fd_sc_hd__o211ai_1                 2
[cell type report]
type,count,area [um^2],share of cell area (%)
Inverter,16,60.1,2.95
Sequential cell,2,40.0,1.97
Multi-Input combinational cell,165,1270,62.2
Timing Repair Buffer,58,531,26.1
Clock buffer,3,41.3,2.03
Tap cell,77,96.3,4.74
[logic make-up after synthesis]
family          after synthesis  share of synthesized area [%]
flops                         2                           2.86
compound gates               72                           32.1
buf+inv                      29                           9.04
other cells                   1                          0.268
mux                          13                           11.4
fa+ha+maj                    32                           28.6
simple gates                 47                           15.7
[timing repair]
action	4_1_cts	5_1_grt
gates resized	21	10
endpoints found under the setup margin	7	3
pin swaps	12	0
hold buffers	0	0
hold endpoints to repair	0	0
[critical path, cell delays in order]
cell and delay [ps]:
sky130_fd_sc_hd__dlygate4sd2_1 250, sky130_fd_sc_hd__ha_1 270, sky130_fd_sc_hd__mux2_1 310, sky130_fd_sc_hd__a221o_1 310
sky130_fd_sc_hd__a21oi_2 140, sky130_fd_sc_hd__a31oi_2 110, sky130_fd_sc_hd__clkdlybuf4s50_1 430
[report_power, final]
part / switching [mW] / internal [mW] / total (mW)
Clock: 0.0204 / 0.0796 / 0.0999
Sequential: 0 / 0.0252 / 0.0252
Combinational: 0.0807 / 0.0841 / 0.165
[worst min-delay path by stage]
stage / end / from / slack (ps)
after CTS: state[1] / state[1] / 540
after global routing: state[1] / state[1] / 560
final: state[1] / state[1] / 550
[metal layers]
layer | global-route usage (%) | wire length, um | vias to the layer above
li1 | - | - | 792
met1 | 10.3 | 1820 | 640
met2 | 11.8 | 1830 | 27
met3 | 1.57 | 223 | 3
met4 | 0.542 | 21 | 0
met5 | 0 | 0 | -
[stage by stage]
stage	utilization [%]	hold slack (ps)	total power, mW
detailed placement	30.2	536	0.189
floorplan	-	504	0.116
global route	31.5	564	0.316
global placement	30.2	521	0.189
CTS	31.0	542	0.292
finish	31.5	547	0.290
Power is estimated from default activity; no workload was simulated.
