`./config.mk`:
```
export PLATFORM = sky130hd
export DESIGN_NAME = divider
export DESIGN_NICKNAME = divider
export VERILOG_FILES = /design/flow/design.v
export SDC_FILE = /design/flow/constraint.sdc
export NUM_CORES = 4
export LEC_CHECK = 1
export CORE_UTILIZATION = 40
```
`./constraint.sdc`:
```
current_design divider

set clk_period 7.7
set clk_io_pct 0.2

create_clock -name clk0 -period $clk_period [get_ports {IN_clk}]

set non_clock_inputs [all_inputs -no_clocks]
set_input_delay [expr $clk_period * $clk_io_pct] -clock clk0 $non_clock_inputs
set_output_delay [expr $clk_period * $clk_io_pct] -clock clk0 [all_outputs]
```
`./design.v`:
```
module divider(input IN_clk, output reg OUT_clk1, output reg OUT_clk2 );
	integer n1 = 0;
	integer n2 = 0;
	initial                                                
begin                                                                       
   OUT_clk1 = 0;
	OUT_clk2 = 0;
end
	always @(posedge IN_clk)
		begin
			n1 = n1 + 1;
			n2 = n2 + 1;
			if(n1 >= 50000)
				begin
					OUT_clk1 = ~OUT_clk1;
					n1 = 0;
				end
			else
				OUT_clk1 = OUT_clk1;
			if(n2 >= 1302)
				begin
					OUT_clk2 = ~OUT_clk2;
					n2 = 0;
				end
			else
				OUT_clk2 = OUT_clk2;				
		end
endmodule
```
`./run.sh`:
```
#!/bin/bash
# OpenROAD 26Q1-2900-gdf79404cd8, Yosys 0.63+post, stock flow scripts
make -C /OpenROAD-flow-scripts/flow DESIGN_CONFIG=/design/flow/config.mk WORK_HOME=/design/flow/orfs finish
```
==> flow_metrics.env <==
# implementation run metrics
export IMPL_final_antenna_net_count=0
export IMPL_die_w_um=102.3
export IMPL_mux_area_frac=0.01898
export IMPL_logic_family="simple AND/OR/NAND/NOR gates"
export IMPL_ys_ff=66
export IMPL_timing_final_max_slew_violations=0
export IMPL_leakagePower_nw=1.442
export IMPL_overflow=0
export IMPL_first_pass_iters=4
export IMPL_ys_area_um2=4021
export IMPL_worstMarginPinSlew_ns=0.7775
export IMPL_path_class="register to register"
export IMPL_path_delay_family="simple AND/OR/NAND/NOR gates"
export IMPL_htreeDepth=3
export IMPL_ys_sh_adder=0.009334
export IMPL_aoi_share=0.09490
export IMPL_synthToLayoutAreaGrowth_pct=6.596
export IMPL_cp_required_ns=7.74
export IMPL_cpMostUsedCell="nand3_1"
export IMPL_slew_headroom=0.4799
export IMPL_fp_util=0.4114
export IMPL_finClkSkew_ns=0.01174
export IMPL_syn_area_per_cell_um2=8.431
export IMPL_yosysSeqAreaShare=0.3335
export IMPL_yosys_warnings=1
export IMPL_rsz0062_at_grt="no"
export IMPL_synthDistinctLibCells=63
export IMPL_async_flop_share=0
export IMPL_simple_gate_share=0.3538
export IMPL_hold_violations=0
export IMPL_grt_pass1_vias=2897
export IMPL_gr_usage_all_layers=0.1687
export IMPL_clockBufferDepth=2
export IMPL_cp_data_arrival_time_ns=3.49
export IMPL_dp_hpwl_mm=5.585
export IMPL_yosys_stat_cells=477
export IMPL_routed_wl_mm=8.029
export IMPL_num_rows=36
export IMPL_viasPerCell=5.413
export IMPL_crit_chain="and4_1 > nand3_1 > nor4_1 > nand3_1 > xor2_1 > inv_1 > a41oi_2 > buf_4"
export IMPL_path_max_fanout=18
export IMPL_cp_buffers_inverters=2
export IMPL_p_per_area_nw_per_um2=149.2
export IMPL_layout_drive_gt1_share=0.1068
export IMPL_outcome="finished, final reports clean"
export IMPL_cp_endpoint="OUT_clk2"
export IMPL_cts_resized=0
export IMPL_dieArea_um2=10460
export IMPL_tritoncts="yes"
export IMPL_synth_xor_xnor_area_share=0.1416
export IMPL_routedWlPerCell_um=13.36
export IMPL_cp_start_kind="register"
export IMPL_r2r_end="OUT_clk2"
export IMPL_insertion_delay_ns=0.35
export IMPL_min_period_over_period=0.4481
export IMPL_tns_ns=0
export IMPL_cts_sinks=66
export IMPL_syn_area_um2=4021
export IMPL_grt_pass1_wl_mm=13.98
export IMPL_startpoint="n2[15]"
export IMPL_diodes=0
export IMPL_grt_max_degree=19
export IMPL_ff_type="dfxtp_1"
export IMPL_die_y_um=102.3
export IMPL_worst_r2r_cell_count=8
export IMPL_setup_violations=0
export IMPL_ir_drop_mv=0.08922
export IMPL_clkTransAtPathRegs_ns=0.08
export IMPL_max_stage_delay_ns=0.64
export IMPL_io_pin_count=3
export IMPL_synth_edff_count=2
export IMPL_drtIter0Drc=128
export IMPL_cp_end_kind="register"
export IMPL_ff2ff_setup_slack_ns=4.25
export IMPL_syn_inst=477
export IMPL_slowest_stage="xor2_1"
export IMPL_antenna_found_initial=0
export IMPL_post_cts_setup_buffer_count=0
export IMPL_portBuffers=2
export IMPL_vias=3253
export IMPL_finalCriticalPeriod_ns=3.451
export IMPL_drcViolationCount=0
export IMPL_max_freq_ghz=0.2898
export IMPL_gp_congestion=0.9294
export IMPL_design_core_area_um2=9774
export IMPL_cts_hold_buf=0
export IMPL_holdWs_ns=0.4798
export IMPL_min_path_type="register to register"
export IMPL_drv_cap=0
export IMPL_r2r_start="n2[15]"
export IMPL_cts_buffers=9
export IMPL_root_buffer="clkbuf_8"
export IMPL_openroad_warnings=26
export IMPL_path_depth=8
-- where the power goes --
part / switching (mW) / total (mW) / leakage, nW / internal [mW]
Combinational: 0 / 0.000000809 / 0.809 / 0
Clock: 0.139 / 0.297 / 0.0945 / 0.158
Sequential: 0 / 0.342 / 0.538 / 0.342
Total: 0.139 / 0.639 / 1.44 / 0.501
-- metrics by stage --
| stage | power [mW] | cells | setup slack, ns | utilization | cell area [um^2] |
|---|---|---|---|---|---|
| finish | 0.6395 | 601 | 4.249 | 0.4386 | 4287 |
| global route | 0.6642 | 601 | 4.015 | 0.4386 | 4287 |
| CTS | 0.6494 | 601 | 4.283 | 0.4386 | 4287 |
| detailed placement | 0.3504 | 585 | 4.309 | 0.4177 | 4083 |
| global placement | 0.3504 | 585 | 4.353 | 0.4177 | 4083 |
| floorplan | 0.3504 | 477 | 5.132 | - | 4021 |
-- worst min path at each step --
stage      start  endpoint  slack, ns  cells after the start
4_1_cts    n1[0]     n1[0]       0.48                      1
5_1_grt   n2[31]    n2[23]       0.51                      1
6_report   n1[0]     n1[0]       0.48                      1
-- synthesized netlist by cell type (all sizes together), types with 5 or more instances --
library cell	instances	share of area
nor2	67	0.068
dfxtp	64	0.32
xnor2	39	0.085
nand3	37	0.047
nand2	26	0.024
xor2	26	0.057
nand4	21	0.038
buf	19	0.026
nor4	16	0.046
nor3	15	0.019
a21oi	12	0.016
and2	12	0.019
inv	12	0.011
and3	11	0.017
and4	11	0.024
clkbuf	11	0.011
nand2b	7	0.011
a31oi	5	0.0078
mux2i	5	0.012
-- cells by family after synthesis --
logic type               after synthesis
AND/OR/NAND/NOR                      244
flip-flops                            66
XOR/XNOR                              65
AND-OR/OR-AND                         50
buffers and inverters                 42
multiplexers                           7
adder cells (fa/ha/maj)                3
-- layout by cell type, fill, tap and decap left out, drive strengths merged, types with 3 or more instances in the layout --
| cell | synthesis | layout |
|---|---|---|
| a31o | 3 | 3 |
| and2 | 12 | 12 |
| mux2i | 5 | 5 |
| o21ai | 3 | 3 |
| a31oi | 5 | 5 |
| clkbuf | 11 | 10 |
| o22ai | 4 | 4 |
| xnor2 | 39 | 39 |
| nor4 | 16 | 16 |
| nand2 | 26 | 26 |
| and4 | 11 | 11 |
| xor2 | 26 | 26 |
| nand2b | 7 | 7 |
| clkinvlp | 0 | 3 |
| and3 | 11 | 11 |
| a21oi | 12 | 12 |
| nor2 | 67 | 67 |
| nand4 | 21 | 21 |
| or3 | 3 | 3 |
| nor3b | 3 | 3 |
| nor3 | 15 | 15 |
| buf | 19 | 3 |
| nor2b | 4 | 4 |
| ha | 3 | 3 |
| o211ai | 3 | 3 |
| dfxtp | 64 | 64 |
| inv | 12 | 12 |
| or4b | 3 | 3 |
| nand3 | 37 | 37 |
-- routing by layer --
layer / track usage / part of all wire / vias up
met5: 0 / 0 / -
met4: 0.02857 / 0.015 / 0
met3: 0.02573 / 0.032 / 12
met2: 0.2323 / 0.41 / 44
met1: 0.2835 / 0.54 / 1532
li1: - / - / 1665
-- final cells by class --
class,instances,area (um^2)
clock inverter,6,66.31
fill,963,5488
clock buffer,10,137.6
sequential,66,1341
tap,133,166.4
inverter,12,45.04
multi-input combinational,369,2487
timing repair buffer,5,42.54
-- flip-flops by register name, indices dropped and copies added, names as in the netlist --
register / cells
n2: 32
n1: 32
OUT_clk1: 1
OUT_clk2: 1
Power figures rest on the tool's default switching activity, not on a simulated workload.
